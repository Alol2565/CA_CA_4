### flow/run.sh
#!/bin/bash
# OpenROAD 26Q1-2900-gdf79404cd8, Yosys 0.63+post, stock flow scripts
make -C /OpenROAD-flow-scripts/flow DESIGN_CONFIG=/design/flow/config.mk WORK_HOME=/design/flow/orfs finish
### flow/constraint.sdc
current_design EXMEMreg

set clk_period 1.0
set clk_io_pct 0.2

create_clock -name clk0 -period $clk_period [get_ports {clk}]

set non_clock_inputs [all_inputs -no_clocks]
set_input_delay [expr $clk_period * $clk_io_pct] -clock clk0 $non_clock_inputs
set_output_delay [expr $clk_period * $clk_io_pct] -clock clk0 [all_outputs]
### flow/design.v
`timescale 1ns/1ns
module EXMEMreg(input [31:0] read_data_in
                ,input [4:0] inst2_in
                ,input [31:0] result_in
                ,input [3:0] memcntrlsig_in
                ,input [1:0] wbcntrlsig_in
                ,input [31:0] addresult_in , input clk, rst, zero_in
                ,output reg [31:0] read_data_out
                ,output reg [31:0] result_out
                ,output reg [4:0] inst2_out
                ,output reg [3:0] memcntrlsig_out
                ,output reg [1:0] wbcntrlsig_out
                ,output reg [31:0] addresult_out
                ,output reg zero_out);
  always@(posedge clk, posedge rst) begin
    if(rst)
      {read_data_out,result_out,inst2_out,memcntrlsig_out,wbcntrlsig_out,addresult_out, zero_out} = 108'b0;
    else begin
      read_data_out <= read_data_in;
      result_out <= result_in;
      inst2_out <= inst2_in;
      memcntrlsig_out <= memcntrlsig_in;
      wbcntrlsig_out <= wbcntrlsig_in;
      addresult_out <= addresult_in;
      zero_out <= zero_in;
    end
  end
endmodule
### flow/config.mk
export PLATFORM = sky130hd
export DESIGN_NAME = EXMEMreg
export DESIGN_NICKNAME = EXMEMreg
export VERILOG_FILES = /design/flow/design.v
export SDC_FILE = /design/flow/constraint.sdc
export NUM_CORES = 4
export LEC_CHECK = 1
export CORE_UTILIZATION = 40
==> impl_metrics.yaml <==
# synthesis and place-and-route metrics
die:
  chipArea_um2: 7100
  die-height_um: 84.3
  core-area_um2: 6420
  floorplan.rows: 29
  io_pins: 218
  core_util_floorplan_pct: 42.1
  chipWidth_um: 84.3
timing:
  rsz0062_at_grt: "true"
  fmax_mhz: 927
  fin_tns_setup_ns: -2.99
  setup_viol: 108
  worstMarginPinSlew_ns: 0.200
  slew_headroom_pct: 86.7
  finalCriticalPeriod_ns: 1.08
  finalMaxSlewViolations: 0
  setup_ws_ns: -0.0793
  hold_viol_final: 0
  finalClockPeriodUsage_pct: 108
clock_tree:
  clockBufferDepth: 2
  cts-buffers-inserted: 9
  clock_sink_count: 108
  h-tree-depth: 3
  ctsHoldBuffers: 0
  path_clk_slew_ns: 0.10
  post-cts-setup-buffers: 0
  cts_root_buf: "clkbuf_8"
  cts_resized: 337
  cts_tree: "yes"
routing:
  antenna_cells: 0
  drtAntennaViolNets: 0
  viasPerCell: 4.25
  drc: 0
  first_pass_iters: 21
  routed_wirelength_mm: 7.20
  wl_per_cell_um: 17.1
  vias: 1794
  drt_iter0_drc: 44
power:
  pwr-share-clk_pct: 32.5
  p_leak_nw: 2.24
  vdd.ir_drop.worst_v: 0.00153
  fin_total_pwr_mw: 7.92
  combPwrFrac_pct: 9.0
  p_per_area_nw_per_um2: 1690
  switchingPower_mw: 1.63
  swShare_pct: 20.6
  pwr-share-seq_pct: 58.5
  internal_power_mw: 6.29
grt:
  grt_pass1_wl_mm: 10.9
  grt_most_used_layer: "met2"
  grt_max_degree: 40
  antenna_found_initial: 0
  grt_use_met1_pct: 27.5
  grt_overflow: 0
  gr-usage-all-layers_pct: 22.4
  use_met2_pct: 39.3
  grt_pass1_vias: 2048
  grtUsageMet3_pct: 9.36
yosys:
  netlist_area_um2: 2710
  yosysChipArea_um2: 2710
  yosys_cells: 109
  postSynthCellCount: 109
  synth_flops: 108
  edf_count: 0
  yosys-top-cells-area: "dfrtp_1 100%, inv_1 0.14%"
  ff_type: "dfrtp_1"
  top_cells_by_count: "108 x dfrtp_1, 1 x inv_1"
  top_area_cell: "dfrtp_1"
  ys_async_sr_fraction_pct: 100
  ys_seq_share_pct: 99.9
  top_cell: "dfrtp_1"
  yosys_warnings: 1
  synth_top_area_share_pct: 99.9
  synth_cell_types: 2
  syn_avg_cell_area_um2: 24.8
status:
  status: "finished with violations"
  violations: "negative setup slack"
finish:
  num-multi-input-gates: 0
  drive_gt1_share_pct: 36.8
  logic_area_um2: 0
  fin_util_pct: 73.1
  fillCellCount: 435
  design_area_um2: 4690
  syn2layout_area_growth_pct: 73.5
critical_path:
  path_max_fanout: 1
  crit_buf_inv: 1
  start_kind: "flip-flop"
  crit_arrival_ns: 0.88
  cp_slowest_cell: "dfrtp_1"
  timing_worst_setup_path_type: "reg -> out"
  crit_required_ns: 0.80
  slowest_delay_ns: 0.40
  cp_cell_sequence: "buf_2"
  crit_path_end_kind: "primary output"
  crit_family: "flip-flops"
worst_hold_path:
  min_path_type: "in -> reg"
placement:
  port_buffers: 217
  globalplace.congestion: 0.810
  placed_area_um2: 5040
  place_hpwl_mm: 5.75
flow_run:
  warning_count: 29
  cap_violations: 0
-- kinds of logic after synthesis --
group	after synthesis	synth area share (%)
buffers and inverters	1	0.139
flip-flops	108	99.9
-- final cells by class --
cell class	instances	area, um^2	area share [%]
clock buffer	10	128	2.72
clock inverter	6	68.8	1.47
inverter	1	7.51	0.160
sequential	108	2700	57.6
tap	77	96.3	2.05
timing repair buffer	220	1690	36.0
-- registers in the layout, summed over array words and instances, names as in the netlist --
signal and count:
memcntrlsig_out 4, zero_out 1, read_data_out 32, addresult_out 32, result_out 32, inst2_out 5, wbcntrlsig_out 2
-- cells in the final DEF, fill, tap and decap left out --
cell	netlist	final
buf_2	0	108
clkdlybuf4s50_1	0	109
inv_6	0	3
clkbuf_1	0	1
clkinvlp_4	0	2
buf_12	0	3
bufinv_16	0	1
clkbuf_8	0	9
clkinv_2	0	1
dfrtp_1	108	108
-- per-layer routing --
| layer | vias to the layer above | wire length [um] |
|---|---|---|
| met5 | - | 0 |
| met4 | 0 | 162 |
| met3 | 12 | 1050 |
| met2 | 118 | 3900 |
| met1 | 870 | 2090 |
| li1 | 794 | - |
-- worst paths after layout --
check                      cells past startpoint                        start                    endpoint  slack, ns
min                                            1                result_in[12]    result_out[12]$_DFF_PP0_       0.27
max                                            1  read_data_out[30]$_DFF_PP0_           read_data_out[30]      -0.08
max in group asynchronous                      3                          rst     result_out[6]$_DFF_PP0_       0.51
min in group asynchronous                      3                          rst  addresult_out[3]$_DFF_PP0_       0.30
-- per-stage QoR --
stage | instances | setup slack [ns] | hold WS (ns)
2_1_floorplan | 109 | -0.502 | 0.231
3_3_place_gp | 406 | -0.000970 | 0.644
3_5_place_dp | 406 | -0.0549 | 0.648
4_1_cts | 422 | -0.114 | 0.250
5_1_grt | 422 | -0.117 | 0.246
6_report | 422 | -0.0793 | 0.271
-- power groups by stage --
stage	clock (mW)	combinational [mW]	sequential, mW
CTS	2.67	0.737	4.64
global route	2.83	0.779	4.66
finish	2.57	0.715	4.63
Power is estimated from default activity; no workload was simulated.
