==> flow/design.v <==
`timescale 1ns/1ns
module IDEXreg(input [63:0] read_data_in, input [31:0] inst1_in
                ,input [4:0] inst2_in
                ,input [4:0] inst3_in
                ,input [5:0] exccntrlsig_in
                ,input [3:0] memcntrlsig_in
                ,input [1:0] wbcntrlsig_in
                ,input [31:0] addr_in , input clk, rst
                ,output reg [63:0] read_data_out
                ,output reg [31:0] inst1_out
                ,output reg [4:0] inst2_out
                ,output reg [4:0] inst3_out
                ,output reg [5:0] excntrlsig_out
                ,output reg [3:0] memcntrlsig_out
                ,output reg [1:0] wbcntrlsig_out
                ,output reg [31:0] addr_out);
  always@(posedge clk, posedge rst) begin
    if(rst)
      {read_data_out,inst1_out,inst2_out,inst3_out,excntrlsig_out,memcntrlsig_out,wbcntrlsig_out,addr_out} = 150'b0;
    else begin
      read_data_out <= read_data_in;
      inst1_out <= inst1_in;
      inst2_out <= inst2_in;
      inst3_out <= inst3_in;
      excntrlsig_out <= exccntrlsig_in;  
      memcntrlsig_out <= memcntrlsig_in;
      wbcntrlsig_out <= wbcntrlsig_in;
      addr_out <= addr_in;
    end
  end
endmodule
==> flow/run.sh <==
#!/bin/bash
# OpenROAD 26Q1-2900-gdf79404cd8, Yosys 0.63+post, stock flow scripts
make -C /OpenROAD-flow-scripts/flow DESIGN_CONFIG=/design/flow/config.mk WORK_HOME=/design/flow/orfs finish
==> flow/config.mk <==
export PLATFORM = sky130hd
export DESIGN_NAME = IDEXreg
export DESIGN_NICKNAME = IDEXreg
export VERILOG_FILES = /design/flow/design.v
export SDC_FILE = /design/flow/constraint.sdc
export NUM_CORES = 4
export LEC_CHECK = 1
export CORE_AREA = 10 10 171 171
export DIE_AREA = 0 0 181 181
==> flow/constraint.sdc <==
current_design IDEXreg

set clk_period 1.0
set clk_io_pct 0.2

create_clock -name clk0 -period $clk_period [get_ports {clk}]

set non_clock_inputs [all_inputs -no_clocks]
set_input_delay [expr $clk_period * $clk_io_pct] -clock clk0 $non_clock_inputs
set_output_delay [expr $clk_period * $clk_io_pct] -clock clk0 [all_outputs]
==> Slide: Implementation Results <==
Implementation Results

Logic synthesis
  – Cell Area, Synth: 0.00376 mm2
  – Synthesized instance count: 151
  – Post-synth cell types: 2
  – Synthesized area per cell: 24.9 um2
  – Yosys reg bits: 150
  – Syn. warnings: 1
  – Seq/Total Area, Yosys: 0.999
  – # Cells Yosys: 151
  – Area reported by Yosys stat: 0.00376 mm2

Worst hold path
  – Hold crit path type: input pin to async pin

STA
  – Final setup vio count: 150
  – Slew @ Worst Pin: 0.272 ns
  – Unrepaired setup endpoints after global routing: true
  – Post-layout min period: 1.13 ns
  – Final setup margin: -0.130 ns
  – Fmax: 885 MHz
  – Fin. Hold Viols: 0
  – Fin crit share: 1.13
  – Headroom to the max-slew limit: 0.819
  – Slew Limit Fails: 0

Critical path
  – Crit path DRT: 0.80 ns
  – Crit. path cell count: 1
  – Top cell family by delay on the critical path: flip-flops
  – CP Launch Type: flip-flop
  – Largest stage delay, worst path: 0.39 ns
  – Worst EP arrival: 0.93 ns
  – Crit path to: read_data_out[22]
  – Buffers and inverters on the worst path: 1
  – CP Capture Type: primary output
  – Worst setup startpoint: read_data_out[22]
  – Crit path max fanout: 1
  – Cell chain of the critical path: buf_2
  – Critical path's slowest cell: dfrtp_1
  – Setup CP Type: flip-flop to primary output

Global route
  – Number of global-route vias before repair: 2899
  – Met3 Use GR: 0.0426
  – Most Crowded Layer GR: met2
  – Overflow after GRT: 0
  – Met1 GRT Util: 0.0959
  – Antenna violations before repair: 0
  – First-pass GRT wire length: 20500 um
  – Met2 usage: 0.141
  – Largest net degree at the start of global routing: 52
  – GRT Total Usage: 0.0836

Routing
  – DRC viols: 0
  – Post-route ant nets: 0
  – Drt via density: 3.06
  – Wire per inst: 17.1 um
  – Initial DRC Count: 59
  – First drt pass iteration count: 3
  – Number of diodes: 0
  – Via count: 2528
  – WL final: 14100 um

Finish
  – Final Util: 0.284
  – Commonest Layout Cell: clkdlybuf4s50_1
  – Count of multi-input gates: 0
  – Cell Count, Final, Fillers Out: 827
  – Logic area: 0 um2
  – Fillers: 2587
  – Synth-to-layout area growth: 91.7%
  – Layout cell share with drive strength beyond 1: 0.392
  – Most instantiated logic cells after routing: 151 x clkdlybuf4s50_1, 150 x dfrtp_1, 150 x buf_2

CTS
  – CTS tree: done
  – H-Tree Depth: 4
  – Max clock buf depth: 2
  – Clock root buffer master: clkbuf_16
  – Hold-fix buffer count after cts: 0
  – CTS buffer count: 17
  – Clk sink count: 150
  – Clock transition at path regs: 0.07 ns

Floorplanning
  – Core Region: 0.0253 mm2
  – # IOs: 302
  – Initial Util: 0.148
  – Die span in x: 181 um
  – Die ar.: 0.0328 mm2
  – Die Y: 181 um
  – FP Rows: 58

Placement
  – Placer congestion estimate: 0.816
  – Port Buf Inserts: 301
  – DP Wirelength: 11500 um
  – Setup slack at placement: -0.0330 ns
  – Placed insts: 795

Power and ir drop
  – Peak supply drop: 0.000794 V
  – Pwr Density: 1960 mW/mm2
  – P_leak: 3.31 nW

Job
  – Tool warnings: 28
  – Max Cap Viol: 0

Run status
  – Failing checks: setup timing
  – Status: finished with violations
==> where the power goes <==
part / internal (W) / total [W] / switching, W
Sequential: 0.00637 / 0.00643 / 0.0000644
Combinational: 0.000765 / 0.00107 / 0.000301
Clock: 0.00381 / 0.00661 / 0.00281
Total: 0.0109 / 0.0141 / 0.00317
==> flip-flops by register name, summed over array words and instances, names as in the netlist <==
name	count
memcntrlsig_out	4
read_data_out	64
inst1_out	32
excntrlsig_out	6
wbcntrlsig_out	2
addr_out	32
inst3_out	5
inst2_out	5
==> synth_stat cells <==
cell     number  area, um2
dfrtp_1     150       3750
inv_1         1       3.75
==> logic make-up (layout without fill, tap and decap cells) <==
family,count (synthesis),after routing,share of synthesized area
DFF,150,150,0.999
buffers and inverters,1,347,0.000998
==> final cells by class <==
| class | count | area [um2] | share of cell area |
|---|---|---|---|
| Clock buffer | 18 | 429 | 0.0596 |
| Tap cell | 330 | 413 | 0.0573 |
| Clock inverter | 14 | 178 | 0.0247 |
| Timing Repair Buffer | 314 | 2420 | 0.336 |
| Inverter | 1 | 7.51 | 0.00104 |
| Sequential cell | 150 | 3750 | 0.521 |
==> through the flow <==
stage	instance area, um2	power [W]	setup TNS (ns)	hold slack [ns]
2_1_floorplan	3760	0.00657	-163.35	0.231
3_3_place_gp	7350	0.00796	-0.0754	0.625
3_5_place_dp	7350	0.00797	-0.0809	0.629
4_1_cts	7200	0.0144	-17.55	0.163
5_1_grt	7200	0.0147	-20.41	0.179
6_report	7200	0.0141	-12.46	0.186
==> repair_timing <==
item / in CTS / in global routing
endpoints found under the setup margin: 150 / 150
setup buffers: 0 / 0
gates resized: 478 / 0
==> routing by layer <==
layer	up-vias	wire length, um
li1	1133	-
met1	1209	5180
met2	176	7050
met3	10	1680
met4	0	216
met5	-	0
==> how the worst min path moves through the flow <==
stage,startpoint,to,slack (ns),depth (start not counted)
after CTS,rst,addr_out[4],0.16,3
after global routing,read_data_in[55],read_data_out[55],0.18,1
final,rst,addr_out[4],0.19,3
==> worst min-delay path, stage by stage <==
cell and delay [ns]:
clkdlybuf4s50_1 0.44, clkinvlp_4 0.15, buf_12 0.15
No activity file was given, so power comes from the tool's default toggle rates.
